==> ./design.v <==
`timescale 1ns / 1ps
module synchronizer #(parameter WIDTH=3) 
(input i_clk, i_rst_n, input [WIDTH-1:0] d_in, output reg [WIDTH-1:0] d_out);
  reg [WIDTH-1:0] q1;
  always@(posedge i_clk) begin
    if(!i_rst_n) begin
      q1 <= 0;
      d_out <= 0;
    end
    else begin
      q1 <= d_in;
      d_out <= q1;
    end
  end
endmodule
module edge_detector #(parameter sync_sig = 0)(
input i_clk, i_rst_n,
input i_sig, 
output o_pos_edge, o_neg_edge);
wire i_sig_sync;
reg sig_sync;
synchronizer #(.WIDTH(1)) i_sig_sync_u
(.i_clk(i_clk), .i_rst_n(i_rst_n), .d_in(i_sig), .d_out(i_sig_sync));
always @* 
begin 
	if(sync_sig == 1)  
		 sig_sync <= i_sig_sync ;
	else  
		 sig_sync <= i_sig ; 
end 
reg sig_dly;
assign o_pos_edge = sig_sync  & ~sig_dly;  
assign o_neg_edge = ~sig_sync & sig_dly;  
always@(posedge i_clk) 
begin 
    if(~i_rst_n)
    begin 
        sig_dly <= 1'b0; 
    end 
    else
    begin  
        sig_dly <= sig_sync;  
    end
end 
endmodule
module LED_logic (
    input i_clk, i_rst_n,  
    input i_sig,
    output reg o_led
    );
parameter sync_sig = 0;
parameter time_count   = 50000000;
parameter toggle_count = 5000000;
wire i_sig_sync;
reg sig_sync;
synchronizer #(.WIDTH(1)) i_sig_sync_u
(.i_clk(i_clk), .i_rst_n(i_rst_n), .d_in(i_sig), .d_out(i_sig_sync));
always @* 
begin 
	if(sync_sig == 1)  
		 sig_sync <= i_sig_sync ;
	else  
		 sig_sync <= i_sig ; 
end 
wire sig_posedge, sig_negedge;
edge_detector u_fifo_empty_edge (
    .i_clk(i_clk), .i_rst_n(i_rst_n),  
    .i_sig(sig_sync), 
    .o_pos_edge(sig_posedge), .o_neg_edge(sig_negedge)
    );
integer count;
integer tog_count;
integer time_out;
reg start_count;  
always@(posedge i_clk)  
begin 
    if(~i_rst_n)
    begin 
        count   <=  0; 
        tog_count   <=  0; 
        start_count   <=  0; 
        o_led   <=  0;  
    end 
    else 
    begin  
        if(sig_posedge)    
        begin 
            start_count <= 1; 
        end 
        if(start_count)  
        begin
            count       <=  count + 1;
            if (tog_count == 2*toggle_count)  tog_count   <=  0;
            else                              tog_count   <=  tog_count + 1; 
            if  (tog_count < toggle_count)  o_led   <=  1;  
            else                            o_led   <=  0; 
            if(count == time_count)
            begin 
                count         <=  0; 
                tog_count     <=  0; 
                start_count   <=  0;
                o_led         <=  0; 
            end 
        end 
    end  
end     
endmodule
module spi_interface_debounce (
    input         i_clk,            
    input         i_rst_n,          
    input         spi_clk_raw,    
    input         spi_mosi_raw,   
    input         spi_cs_n_raw,   
    output reg    spi_clk_db,     
    output reg    spi_mosi_db,    
    output reg    spi_cs_n_db     
);
    reg spi_clk_sync0, spi_clk_sync1;
    reg spi_mosi_sync0, spi_mosi_sync1;
    reg spi_cs_n_sync0, spi_cs_n_sync1;
    always @(posedge i_clk) begin
        if (!i_rst_n) begin
            spi_clk_sync0 <= 1'b0;
            spi_clk_sync1 <= 1'b0;
            spi_mosi_sync0 <= 1'b0;
            spi_mosi_sync1 <= 1'b0;
            spi_cs_n_sync0 <= 1'b1;  
            spi_cs_n_sync1 <= 1'b1;
        end else begin
            spi_clk_sync0 <= spi_clk_raw;
            spi_clk_sync1 <= spi_clk_sync0;
            spi_mosi_sync0 <= spi_mosi_raw;
            spi_mosi_sync1 <= spi_mosi_sync0;
            spi_cs_n_sync0 <= spi_cs_n_raw;
            spi_cs_n_sync1 <= spi_cs_n_sync0;
        end
    end
    parameter DEBOUNCE_COUNT = 2;
    reg [1:0] clk_stable_cnt;
    reg [1:0] mosi_stable_cnt;
    reg [1:0] cs_n_stable_cnt;
    always @(posedge i_clk) begin
        if (!i_rst_n) begin
            clk_stable_cnt <= 2'd0;
            spi_clk_db <= spi_clk_sync1;  
        end else begin
            if (spi_clk_sync1 == spi_clk_db) begin
                clk_stable_cnt <= 2'd0;
            end else begin
                clk_stable_cnt <= clk_stable_cnt + 2'd1;
                if (clk_stable_cnt >= (DEBOUNCE_COUNT - 1)) begin
                    spi_clk_db <= spi_clk_sync1;
                    clk_stable_cnt <= 2'd0;
                end
            end
        end
    end
    always @(posedge i_clk) begin
        if (!i_rst_n) begin
            mosi_stable_cnt <= 2'd0;
            spi_mosi_db <= spi_mosi_sync1;  
        end else begin
            if (spi_mosi_sync1 == spi_mosi_db) begin
                mosi_stable_cnt <= 2'd0;
            end else begin
                mosi_stable_cnt <= mosi_stable_cnt + 2'd1;
                if (mosi_stable_cnt >= (DEBOUNCE_COUNT - 1)) begin
                    spi_mosi_db <= spi_mosi_sync1;
                    mosi_stable_cnt <= 2'd0;
                end
            end
        end
    end
    always @(posedge i_clk) begin
        if (!i_rst_n) begin
            cs_n_stable_cnt <= 2'd0;
            spi_cs_n_db <= spi_cs_n_sync1;  
        end else begin
            if (spi_cs_n_sync1 == spi_cs_n_db) begin
                cs_n_stable_cnt <= 2'd0;
            end else begin
                cs_n_stable_cnt <= cs_n_stable_cnt + 2'd1;
                if (cs_n_stable_cnt >= (DEBOUNCE_COUNT - 1)) begin
                    spi_cs_n_db <= spi_cs_n_sync1;
                    cs_n_stable_cnt <= 2'd0;
                end
            end
        end
    end
endmodule
`timescale 1ns / 1ps
module async_fifo #(
    parameter WIDTH = 8,                           
    parameter DEPTH = 16,                          
    parameter ADDR_WIDTH = $clog2(DEPTH),          
    parameter PTR_WIDTH = ADDR_WIDTH + 1           
)(
    input  logic                    wr_clk,
    input  logic                    wr_rst_n,
    input  logic                    wr_en,
    input  logic [WIDTH-1:0]        wr_data,
    output logic                    full,
    input  logic                    rd_clk,
    input  logic                    rd_rst_n,
    input  logic                    rd_en,
    output logic [WIDTH-1:0]        rd_data,
    output logic                    empty
);
    logic [PTR_WIDTH-1:0] wr_binary, wr_binary_next;
    logic [PTR_WIDTH-1:0] wr_gray, wr_gray_next;
    logic [PTR_WIDTH-1:0] rd_binary, rd_binary_next;
    logic [PTR_WIDTH-1:0] rd_gray, rd_gray_next;
    logic [PTR_WIDTH-1:0] wr_gray_sync;   
    logic [PTR_WIDTH-1:0] rd_gray_sync;   
    logic [ADDR_WIDTH-1:0] wr_addr, rd_addr;
    logic wr_en_internal, rd_en_internal;
    function automatic [PTR_WIDTH-1:0] bin_to_gray(input [PTR_WIDTH-1:0] binary);
        bin_to_gray[PTR_WIDTH-1] = binary[PTR_WIDTH-1];   
        for (int i = PTR_WIDTH-2; i >= 0; i--) begin
            bin_to_gray[i] = binary[i+1] ^ binary[i];     
        end
    endfunction
    function automatic [PTR_WIDTH-1:0] gray_to_bin(input [PTR_WIDTH-1:0] gray);
        gray_to_bin[PTR_WIDTH-1] = gray[PTR_WIDTH-1];    
        for (int i = PTR_WIDTH-2; i >= 0; i--) begin
            gray_to_bin[i] = gray_to_bin[i+1] ^ gray[i];  
        end
    endfunction
    assign wr_addr = wr_binary[ADDR_WIDTH-1:0];   
    assign rd_addr = rd_binary[ADDR_WIDTH-1:0];
    assign wr_binary_next = wr_binary + 1'b1;
    assign wr_gray_next = bin_to_gray(wr_binary_next);
    assign wr_en_internal = wr_en && !full;
    always_ff @(posedge wr_clk or negedge wr_rst_n) begin
        if (!wr_rst_n) begin
            wr_binary <= '0;
            wr_gray <= '0;
        end else if (wr_en_internal) begin
            wr_binary <= wr_binary_next;
            wr_gray <= wr_gray_next;
        end
    end
    assign full = (wr_gray_next[PTR_WIDTH-1:PTR_WIDTH-2] == ~rd_gray_sync[PTR_WIDTH-1:PTR_WIDTH-2]) &&
                  (wr_gray_next[PTR_WIDTH-3:0] == rd_gray_sync[PTR_WIDTH-3:0]);
    assign rd_binary_next = rd_binary + 1'b1;
    assign rd_gray_next = bin_to_gray(rd_binary_next);
    assign rd_en_internal = rd_en && !empty;
    always_ff @(posedge rd_clk or negedge rd_rst_n) begin
        if (!rd_rst_n) begin
            rd_binary <= '0;
            rd_gray <= '0; 
        end else if (rd_en_internal) begin
            rd_binary <= rd_binary_next;
            rd_gray <= rd_gray_next;
        end
    end
    assign empty = (rd_gray == wr_gray_sync);
    synchronizer #(.WIDTH(PTR_WIDTH)) wr_sync (
        .i_clk(rd_clk),
        .i_rst_n(rd_rst_n),
        .d_in(wr_gray),
        .d_out(wr_gray_sync)
    );
    synchronizer #(.WIDTH(PTR_WIDTH)) rd_sync (
        .i_clk(wr_clk), 
        .i_rst_n(wr_rst_n),
        .d_in(rd_gray),
        .d_out(rd_gray_sync)
    );
    logic [WIDTH-1:0] memory [0:DEPTH-1];
    always_ff @(posedge wr_clk) begin
        if (wr_en_internal) begin
            memory[wr_addr] <= wr_data;
        end
    end
    always_ff @(posedge rd_clk) begin
        if (!rd_rst_n) begin
            rd_data <= '0;
        end else if (rd_en_internal) begin
            rd_data <= memory[rd_addr];   
        end
    end
endmodule
==> ./run.sh <==
#!/bin/bash
# OpenROAD 26Q1-2900-gdf79404cd8, Yosys 0.63+post, stock flow scripts
make -C /OpenROAD-flow-scripts/flow DESIGN_CONFIG=/design/flow/config.mk WORK_HOME=/design/flow/orfs finish
==> ./config.mk <==
export PLATFORM = sky130hd
export DESIGN_NAME = async_fifo
export DESIGN_NICKNAME = async_fifo
export VERILOG_FILES = /design/flow/design.v
export SDC_FILE = /design/flow/constraint.sdc
export NUM_CORES = 4
export LEC_CHECK = 1
export CORE_UTILIZATION = 50
==> ./constraint.sdc <==
current_design async_fifo

set clk_period 3.5
set clk_io_pct 0.2

create_clock -name clk0 -period $clk_period [get_ports {rd_clk}]
create_clock -name clk1 -period $clk_period [get_ports {wr_clk}]

set non_clock_inputs [all_inputs -no_clocks]
set_input_delay [expr $clk_period * $clk_io_pct] -clock clk0 $non_clock_inputs
set_output_delay [expr $clk_period * $clk_io_pct] -clock clk0 [all_outputs]
==> summary.txt <==
run metrics: outcome=complete, no violations, gpl congestion=0.824, die height=120 um, TNS Setup=0 ps, reg2reg start=wr_binary[0], HPWL after detailed placement=8.19 mm, Congestion Overflow GR=0, CP max FO=8, Clock Sinks=174, sequential share of the synthesized area=69.7%, hold path startpoint=rd_gray[1], tool warnings=29, first-pass GRT wire length=20.5 mm, core area=13400 um2, Distinct lib cells used=45, Max-area cell share=55.2%, vias post-DR=3465, Async S/R FF share, synth=10.3%, Simple Share, Synth=6.90%, number of core rows=42, Least-Margin Pin Slew=710 ps, final hold vios=0, drt via density=5.46, ys flop type=edfxtp_1, capture point of the worst reg-to-reg path=memory[11][4], CP max stage delay=470 ps, Max IR drop VDD=387 uV, post-route DRC violation count=0, post-route ant nets=0, XOR Share, Synth=4.33%, Leak Pwr=0.00281 uW, endpoint type of the worst setup path=output port, Tot GR Track Use=21.8%, Hold Crit Depth=1, number of buffers added on ports=22, post-route setup slack=122 ps, cell count listed in synth_stat.txt=405, Worst-path clk slew=70 ps, Syn Std Cell Area=6960 um2, post-synthesis register bit count=174, Relative slew margins=52.5%, crit-path cells=inv_1 -> ha_1 -> xnor2_2 -> xnor2_1 -> nor4_4 -> o21ai_4 -> inv_4 -> clkdlybuf4s50_1, comb area leader=multiplexers, Setup crit start kind=flip-flop, vias in the first global route=3708, area grow syn2layout=16.7%, Power Density=874 nW/um2, Worst EP required=2800 ps, clk_skew=8.15 ps, Synth Area in Compound Gates=4.49%, R2R setup slack=870 ps, CP max-delay cell=clkdlybuf4s50_1, share of cells above drive strength 1=23.5%, CP delay by family, top=buffers and inverters, Cell area leaders=edfxtp_1, mux4_2, dfxtp_1, dfrtp_1, xnor2_1, Max Slew Vio Count=0, fin area=8120 um2, TritonCTS clock tree=yes, Adder Share, Synth=0.899%, number of antenna violations at the first check in global routing=0, hold-critical path endpoint=rd_sync.q1[1], wire per inst=20.3 um, Avg Inst Size Synth=17.2 um2, Max Cap Viol=0, Worst Path Arrival=2680 ps, synthesized instance count=405, MUX share of area=11.5%, Antenna diodes=0, drt first-iter violations=146, die area=14400 um2, synthesis area per yosys=6960 um2, placed inst area=7430 um2, post-place setup slack=367 ps, Ys Warns=2, placed cell count=599, pin count of the biggest net entering global routing=38, WS Path Type=flip-flop to output port, drt pass-1 iters=4, Post-CTS Setup Inserts=0, Post-synth EDFFs=128, IO Pins=24, cell taking the most area after synthesis=edfxtp_1, die x size=120 um, CP bufs+invs=3, final wirelength=12.9 mm, final setup vio count=0, fin cells=635, Hold Crit Class=flip-flop to flip-flop, R2R depth=8, FP Core Util=52.0%
==> report_power, final <==
group | total, uW | switching [uW] | internal, uW
combinational | 2220 | 1100 | 1120
sequential | 2830 | 249 | 2580
clock | 2050 | 769 | 1280
total | 7100 | 2120 | 4980
==> state kept, by name, summed over array words and instances, names as in the netlist <==
signal and flops:
rd_sync.d_out 5, wr_binary 5, memory 128, wr_sync.q1 5, rd_data 8, rd_sync.q1 5, rd_binary 5, rd_gray 4
wr_gray 4, wr_sync.d_out 5
==> cells in the mapped netlist, types with 2 or more instances <==
master and instances:
a22oi_1 16, nor2b_1 3, nor3_1 5, mux2_2 6
dfxtp_1 28, a21boi_0 10, o21ai_0 5, and2_1 21
xor2_1 10, ha_1 5, clkbuf_8 2, a21oi_1 2
edfxtp_1 128, mux4_2 32, dfrtp_1 18, nor2_1 11
nand2_1 23, xnor2_1 20, nand3_1 7, buf_1 4
buf_2 6, a21o_1 8, nor4b_1 2, inv_1 4
clkbuf_1 9
==> worst register-to-register path, delay by kind of cell (launching register included) <==
family                   cells  cell delay (ps)
AND-OR/OR-AND                1              250
adder cells (fa/ha/maj)      1              230
buffers and inverters        1              110
flip-flops                   1              470
multiplexers                 1              290
AND/OR/NAND/NOR              4              940
==> layer usage <==
layer | GRT usage (%) | wire length, um | vias to the layer above
met5 | 0 | 0 | -
met4 | 2.58 | 160 | 0
met3 | 14.5 | 1620 | 13
met2 | 28.7 | 5760 | 135
met1 | 34.6 | 5330 | 1695
li1 | - | - | 1622
==> how the worst max path moves through the flow <==
| stage | startpoint | end | slack (ps) | depth (start not counted) |
|---|---|---|---|---|
| 5_1_grt | wr_binary[0] | full | -10 | 8 |
| 4_1_cts | wr_binary[1] | full | 20 | 7 |
| 6_report | wr_binary[0] | full | 120 | 8 |
==> repair_timing <==
action	CTS	global route
hold buffers	0	0
gates cloned	0	0
setup endpoints to repair	1	1
resized	3	2
==> cell type report <==
class	instances	area, um2
fill	959	5280
clock buffer	23	512
timing repair buffer	41	363
clock inverter	13	161
multi-input combinational	203	1990
sequential	174	4860
tap	176	220
inverter	5	21.3
==> layout by cell type, fill, tap and decap left out, types with 2 or more instances in the layout <==
cell type and instances:
dfxtp_1 28, dfrtp_1 15, xor2_1 10, a22oi_1 16, dfrtp_2 3, clkbuf_1 3, clkinv_4 2, ha_1 4
o21ai_0 5, a21o_1 8, mux4_2 32, mux2_2 6, inv_1 4, clkbuf_16 20, a21oi_1 2, nor2_1 11
nor2b_1 3, inv_6 3, a21boi_0 10, nand3_1 7, clkinv_2 4, buf_4 19, clkdlybuf4s50_1 22, bufinv_16 3
xnor2_2 2, nor3_1 5, nand2_1 23, edfxtp_1 128, and2_1 21, xnor2_1 19
==> kinds of logic after synthesis <==
logic type,count (synthesis)
adder cells (fa/ha/maj),5
AND-OR/OR-AND,43
XOR/XNOR,32
flip-flops,174
buffers and inverters,28
multiplexers,39
AND/OR/NAND/NOR,84
==> stage by stage <==
| step | power (uW) | hold slack (ps) | util [%] |
|---|---|---|---|
| detailed placement | 5080 | 411 | 55.4 |
| global route | 7500 | 402 | 60.6 |
| global placement | 5060 | 416 | 55.4 |
| CTS | 7160 | 374 | 60.5 |
| finish | 7100 | 390 | 60.6 |
| floorplan | 4490 | 404 | - |
Power and IR drop assume default switching activity.
