`./constraint.sdc`:
```
current_design sync_fifo

set clk_period 3.7
set clk_io_pct 0.2

create_clock -name clk0 -period $clk_period [get_ports {clk}]

set non_clock_inputs [all_inputs -no_clocks]
set_input_delay [expr $clk_period * $clk_io_pct] -clock clk0 $non_clock_inputs
set_output_delay [expr $clk_period * $clk_io_pct] -clock clk0 [all_outputs]
```
`./design.v`:
```
`timescale 1ns / 1ps
module sync_fifo #(
    parameter WIDTH = 8,             
    parameter DEPTH = 16,            
    parameter FWFT_MODE = 0,         
    parameter ADDR_WIDTH = $clog2(DEPTH)   
)(
    input  logic                    clk,
    input  logic                    rst_n,
    input  logic                    wr_en,
    input  logic [WIDTH-1:0]        wr_data,
    output logic                    full,
    input  logic                    rd_en,
    output logic [WIDTH-1:0]        rd_data,
    output logic                    empty,
    output logic [ADDR_WIDTH:0]     count         
);
    logic [WIDTH-1:0] memory [DEPTH];
    logic [ADDR_WIDTH-1:0] wr_ptr;
    logic [ADDR_WIDTH-1:0] rd_ptr;
    logic [ADDR_WIDTH:0] fifo_count;
    assign full  = (fifo_count == DEPTH);
    assign empty = (fifo_count == '0);
    assign count = fifo_count;
    logic wr_en_int, rd_en_int;
    assign wr_en_int = wr_en & ~full;
    assign rd_en_int = rd_en & ~empty;
    initial begin
        wr_ptr = '0;
        rd_ptr = '0;
        fifo_count = '0;
        if (!FWFT_MODE) begin
            rd_data = '0;
        end
    end
    always_ff @(posedge clk) begin
        if (!rst_n) begin
            wr_ptr <= '0;
        end else if (wr_en_int) begin
            memory[wr_ptr] <= wr_data;
            wr_ptr <= wr_ptr + 1'b1;
        end
    end
    generate
        if (FWFT_MODE) begin : gen_fwft_read
            assign rd_data = memory[rd_ptr];
            always_ff @(posedge clk) begin
                if (!rst_n) begin
                    rd_ptr <= '0;
                end else if (rd_en_int) begin
                    rd_ptr <= rd_ptr + 1'b1;
                end
            end
        end else begin : gen_sync_read
            always_ff @(posedge clk) begin
                if (!rst_n) begin
                    rd_ptr <= '0;
                    rd_data <= '0;
                end else if (rd_en_int) begin
                    rd_data <= memory[rd_ptr];
                    rd_ptr <= rd_ptr + 1'b1;
                end
            end
        end
    endgenerate
    always_ff @(posedge clk) begin
        if (!rst_n) begin
            fifo_count <= '0;
        end else begin
            unique case ({wr_en_int, rd_en_int})
                2'b00: fifo_count <= fifo_count;            
                2'b01: fifo_count <= fifo_count - 1'b1;     
                2'b10: fifo_count <= fifo_count + 1'b1;     
                2'b11: fifo_count <= fifo_count;            
                default: fifo_count <= fifo_count;          
            endcase
        end
    end
endmodule
```
`./run.sh`:
```
#!/bin/bash
# OpenROAD 26Q1-2900-gdf79404cd8, Yosys 0.63+post, stock flow scripts
make -C /OpenROAD-flow-scripts/flow DESIGN_CONFIG=/design/flow/config.mk WORK_HOME=/design/flow/orfs finish
```
`./config.mk`:
```
export PLATFORM = sky130hd
export DESIGN_NAME = sync_fifo
export DESIGN_NICKNAME = sync_fifo
export VERILOG_FILES = /design/flow/design.v
export SDC_FILE = /design/flow/constraint.sdc
export NUM_CORES = 4
export LEC_CHECK = 1
export CORE_UTILIZATION = 40
```
==> results.py <==
# Metrics from the implementation run
metrics = {
    "floorplan": {
        "fp.dieW_um": 124,
        "boundaryPins": 27,
        "die_area_sq_um": 15400,
        "coreArea_sq_um": 14500,
        "die_h_um": 124,
        "fp_util_pct": 41.0,
        "rows": 44,
    },
    "pwr": {
        "power_uw": 4640,
        "leakagePower_uw": 0.00232,
        "ir_drop_v": 0.000325,
        "p_per_area_nw_per_um2": 651,
    },
    "routing": {
        "n_antenna_cell": 0,
        "drt-total-wl_mm": 11.9,
        "final_antenna_net_count": 0,
        "avgViaCountPerCell": 5.19,
        "drcViolationCount": 0,
        "drtPass1Iterations": 4,
        "wl_per_cell_um": 19.8,
        "drt_iter0_drc": 194,
        "vias": 3118,
    },
    "placement": {
        "post-dp-hpwl_mm": 7.55,
        "place_ws_ns": 0.641,
        "finalWeightedCongestion": 0.845,
        "io_buffers": 26,
    },
    "grt": {
        "grt_pass1_wl_mm": 18.1,
        "grtUsageTotal_pct": 18.0,
        "antenna_found_initial": 0,
        "first_global_vias": 3201,
        "overflow": 0,
        "grt_max_degree": 27,
    },
    "min_path": {
        "hold_depth": 2,
        "hold_end": "fifo_count[3]",
        "worstHoldStart": "fifo_count[3]",
        "hp-class": "reg -> reg",
    },
    "final_timing": {
        "fmax_mhz": 351,
        "final.period_utilization_pct": 77.0,
        "hold_ws_ns": 0.553,
        "setup_viol": 0,
        "tightest_slew_ns": 0.804,
        "hold_viol_final": 0,
        "min_period_ns": 2.85,
        "rsz0062_at_grt": "false",
        "finalSetupTns_ns": 0,
        "drv_slew": 0,
        "fin_ws_ns": 0.852,
        "max_slew_margin_pct": 46.3,
        "skew_ns": 0.00647,
    },
    "critical_path": {
        "path_cells": "or4_1, nor2_1, clkdlybuf4s50_1",
        "r2r_cells": 10,
        "r2r-start": "fifo_count[0]",
        "r2r_setup_slack_ns": 1.16,
        "arrival_ns": 2.11,
        "cpMaxStageDelayCell": "or4_1",
        "path_max_fanout": 6,
        "end_kind": "output port",
        "r2r-end": "fifo_count[4]",
        "startpoint_type": "flip-flop",
        "max_stage_delay_ns": 0.70,
        "worstSetupPathType": "reg -> out",
        "required_ns": 2.96,
    },
    "yosys": {
        "yosys-top-cells-area": "edfxtp_1 (65%), dfxtp_1 (7.1%), mux2i_1 (6.2%)",
        "ys_seq_elements": 149,
        "ys_area_sq_um": 5960,
        "syn_area_sq_um": 5960,
        "top_cells_by_count": "edfxtp_1 (128), mux2i_1 (37), nor2_1 (28)",
        "synth_cells": 357,
        "ys_cells": 357,
        "yosysMostFrequentCell": "edfxtp_1",
        "top_area_share_pct": 64.5,
        "yosysWarnings": 1,
        "synth.distinct_cells": 35,
        "edf_count": 128,
        "ys.flop_type": "edfxtp_1",
        "top_area_cell": "edfxtp_1",
        "synth-seq-area-share_pct": 71.6,
        "async_reset_ff_share_pct": 0,
        "synth_area_per_cell_sq_um": 16.7,
    },
    "final_layout": {
        "combGateArea_sq_um": 1600,
        "fill_cells": 1184,
        "drive_gt1_share_pct": 17.3,
        "area_growth_pct": 19.7,
        "post-route-util_pct": 49.1,
        "seqCellArea_sq_um": 4270,
    },
    "clock_tree": {
        "root_buffer": "clkbuf_16",
        "htreeDepth": 4,
        "clk_latency_ns": 0.41,
        "postCtsSetupBuffers": 0,
        "clock-sinks": 149,
        "path_clk_slew_ns": 0.06,
        "clock_path_buffers": 2,
        "cts_hold_buf": 0,
        "cts_tree": "done",
        "cts_resized": 0,
        "cts_buffers": 17,
    },
    "job": {
        "log.warning_count": 28,
        "max-cap-violations": 0,
    },
    "status": {
        "status": "finished, final reports clean",
    },
}
## sequential cells by signal, indices dropped and copies added, names as in the netlist
name / cells
wr_ptr: 4
memory: 128
rd_data: 8
fifo_count: 5
rd_ptr: 4
## report_power, final
| group | internal [uW] | switching [uW] | total, uW |
|---|---|---|---|
| combinational | 447 | 406 | 853 |
| clock | 1120 | 634 | 1760 |
| sequential | 1920 | 114 | 2030 |
## layer usage
metal	track usage (%)	wire (um)	vias up
li1	-	-	1491
met1	27.6	5190	1514
met2	26.3	5530	103
met3	8.27	1050	10
met4	2.53	125	0
met5	0	0	-
## worst max path at each step
stage                          from  endpoint  slack [ns]  cells past startpoint
after CTS             fifo_count[0]      full        0.82                      3
after global routing  fifo_count[0]      full        0.74                      3
final                 fifo_count[0]      full        0.85                      3
## area by class of cell
type	instances	area share (%)
clock inverter	14	2.56
inverter	5	0.263
clock buffer	18	6.02
sequential	149	59.8
multi-input combinational	185	22.4
timing repair buffer	46	5.75
tap	184	3.23
## logic make-up (layout without fill, tap and decap cells)
group,after synthesis,after routing,synth area share (%)
flip-flops,149,149,71.6
AND/OR/NAND/NOR,61,61,5.08
adder cells (fa/ha/maj),10,10,2.23
AND-OR/OR-AND,52,52,5.92
multiplexers,53,53,12.3
buffers and inverters,23,83,1.62
XOR/XNOR,9,9,1.32
## worst max-delay path: cells and delay by family (launching register included)
family,cells,cell delay (ns)
AND/OR/NAND/NOR,2,0.85
flip-flops,1,0.38
buffers and inverters,1,0.46
## metrics by stage
stage	instances	instance area (sq um)
after global routing	601	7130
after floorplan	357	5960
after CTS	601	7130
after detailed placement	569	6520
final	601	7130
after global placement	569	6520
## layout by cell type (no fill, tap or decap), types with 3 or more instances in the layout
cell	instances
edfxtp_1	128
nor2_1	28
ha_1	9
mux4_2	16
nand2_1	6
buf_4	20
nand3_1	3
mux2i_1	37
a31oi_1	8
bufinv_16	4
inv_1	5
a22oi_1	8
and2_1	8
dfxtp_1	20
clkinv_2	4
xnor2_1	7
o21ai_0	10
nand3b_1	3
nor2b_1	5
clkbuf_16	17
o22ai_1	16
clkdlybuf4s50_1	26
Power is estimated from default activity; no workload was simulated.
