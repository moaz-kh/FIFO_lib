## flow/design.v

```verilog
`timescale 1ns / 1ps
module synchronizer #(parameter WIDTH=3) 
(input i_clk, i_rst_n, input [WIDTH-1:0] d_in, output reg [WIDTH-1:0] d_out);
  reg [WIDTH-1:0] q1;
  always@(posedge i_clk) begin
    if(!i_rst_n) begin
      q1 <= 0;
      d_out <= 0;
    end
    else begin
      q1 <= d_in;
      d_out <= q1;
    end
  end
endmodule
module edge_detector #(parameter sync_sig = 0)(
input i_clk, i_rst_n,
input i_sig, 
output o_pos_edge, o_neg_edge);
wire i_sig_sync;
reg sig_sync;
synchronizer #(.WIDTH(1)) i_sig_sync_u
(.i_clk(i_clk), .i_rst_n(i_rst_n), .d_in(i_sig), .d_out(i_sig_sync));
always @* 
begin 
	if(sync_sig == 1)  
		 sig_sync <= i_sig_sync ;
	else  
		 sig_sync <= i_sig ; 
end 
reg sig_dly;
assign o_pos_edge = sig_sync  & ~sig_dly;  
assign o_neg_edge = ~sig_sync & sig_dly;  
always@(posedge i_clk) 
begin 
    if(~i_rst_n)
    begin 
        sig_dly <= 1'b0; 
    end 
    else
    begin  
        sig_dly <= sig_sync;  
    end
end 
endmodule
module LED_logic (
    input i_clk, i_rst_n,  
    input i_sig,
    output reg o_led
    );
parameter sync_sig = 0;
parameter time_count   = 50000000;
parameter toggle_count = 5000000;
wire i_sig_sync;
reg sig_sync;
synchronizer #(.WIDTH(1)) i_sig_sync_u
(.i_clk(i_clk), .i_rst_n(i_rst_n), .d_in(i_sig), .d_out(i_sig_sync));
always @* 
begin 
	if(sync_sig == 1)  
		 sig_sync <= i_sig_sync ;
	else  
		 sig_sync <= i_sig ; 
end 
wire sig_posedge, sig_negedge;
edge_detector u_fifo_empty_edge (
    .i_clk(i_clk), .i_rst_n(i_rst_n),  
    .i_sig(sig_sync), 
    .o_pos_edge(sig_posedge), .o_neg_edge(sig_negedge)
    );
integer count;
integer tog_count;
integer time_out;
reg start_count;  
always@(posedge i_clk)  
begin 
    if(~i_rst_n)
    begin 
        count   <=  0; 
        tog_count   <=  0; 
        start_count   <=  0; 
        o_led   <=  0;  
    end 
    else 
    begin  
        if(sig_posedge)    
        begin 
            start_count <= 1; 
        end 
        if(start_count)  
        begin
            count       <=  count + 1;
            if (tog_count == 2*toggle_count)  tog_count   <=  0;
            else                              tog_count   <=  tog_count + 1; 
            if  (tog_count < toggle_count)  o_led   <=  1;  
            else                            o_led   <=  0; 
            if(count == time_count)
            begin 
                count         <=  0; 
                tog_count     <=  0; 
                start_count   <=  0;
                o_led         <=  0; 
            end 
        end 
    end  
end     
endmodule
module spi_interface_debounce (
    input         i_clk,            
    input         i_rst_n,          
    input         spi_clk_raw,    
    input         spi_mosi_raw,   
    input         spi_cs_n_raw,   
    output reg    spi_clk_db,     
    output reg    spi_mosi_db,    
    output reg    spi_cs_n_db     
);
    reg spi_clk_sync0, spi_clk_sync1;
    reg spi_mosi_sync0, spi_mosi_sync1;
    reg spi_cs_n_sync0, spi_cs_n_sync1;
    always @(posedge i_clk) begin
        if (!i_rst_n) begin
            spi_clk_sync0 <= 1'b0;
            spi_clk_sync1 <= 1'b0;
            spi_mosi_sync0 <= 1'b0;
            spi_mosi_sync1 <= 1'b0;
            spi_cs_n_sync0 <= 1'b1;  
            spi_cs_n_sync1 <= 1'b1;
        end else begin
            spi_clk_sync0 <= spi_clk_raw;
            spi_clk_sync1 <= spi_clk_sync0;
            spi_mosi_sync0 <= spi_mosi_raw;
            spi_mosi_sync1 <= spi_mosi_sync0;
            spi_cs_n_sync0 <= spi_cs_n_raw;
            spi_cs_n_sync1 <= spi_cs_n_sync0;
        end
    end
    parameter DEBOUNCE_COUNT = 2;
    reg [1:0] clk_stable_cnt;
    reg [1:0] mosi_stable_cnt;
    reg [1:0] cs_n_stable_cnt;
    always @(posedge i_clk) begin
        if (!i_rst_n) begin
            clk_stable_cnt <= 2'd0;
            spi_clk_db <= spi_clk_sync1;  
        end else begin
            if (spi_clk_sync1 == spi_clk_db) begin
                clk_stable_cnt <= 2'd0;
            end else begin
                clk_stable_cnt <= clk_stable_cnt + 2'd1;
                if (clk_stable_cnt >= (DEBOUNCE_COUNT - 1)) begin
                    spi_clk_db <= spi_clk_sync1;
                    clk_stable_cnt <= 2'd0;
                end
            end
        end
    end
    always @(posedge i_clk) begin
        if (!i_rst_n) begin
            mosi_stable_cnt <= 2'd0;
            spi_mosi_db <= spi_mosi_sync1;  
        end else begin
            if (spi_mosi_sync1 == spi_mosi_db) begin
                mosi_stable_cnt <= 2'd0;
            end else begin
                mosi_stable_cnt <= mosi_stable_cnt + 2'd1;
                if (mosi_stable_cnt >= (DEBOUNCE_COUNT - 1)) begin
                    spi_mosi_db <= spi_mosi_sync1;
                    mosi_stable_cnt <= 2'd0;
                end
            end
        end
    end
    always @(posedge i_clk) begin
        if (!i_rst_n) begin
            cs_n_stable_cnt <= 2'd0;
            spi_cs_n_db <= spi_cs_n_sync1;  
        end else begin
            if (spi_cs_n_sync1 == spi_cs_n_db) begin
                cs_n_stable_cnt <= 2'd0;
            end else begin
                cs_n_stable_cnt <= cs_n_stable_cnt + 2'd1;
                if (cs_n_stable_cnt >= (DEBOUNCE_COUNT - 1)) begin
                    spi_cs_n_db <= spi_cs_n_sync1;
                    cs_n_stable_cnt <= 2'd0;
                end
            end
        end
    end
endmodule
```

## flow/run.sh

```bash
#!/bin/bash
# OpenROAD 26Q1-2900-gdf79404cd8, Yosys 0.63+post, stock flow scripts
make -C /OpenROAD-flow-scripts/flow DESIGN_CONFIG=/design/flow/config.mk WORK_HOME=/design/flow/orfs finish
```

## flow/config.mk

```make
export PLATFORM = sky130hd
export DESIGN_NAME = LED_logic
export DESIGN_NICKNAME = LED_logic
export VERILOG_FILES = /design/flow/design.v
export SDC_FILE = /design/flow/constraint.sdc
export NUM_CORES = 4
export LEC_CHECK = 1
export CORE_UTILIZATION = 50
```

## flow/constraint.sdc

```tcl
current_design LED_logic

set clk_period 6.5
set clk_io_pct 0.2

create_clock -name clk0 -period $clk_period [get_ports {i_clk}]

set non_clock_inputs [all_inputs -no_clocks]
set_input_delay [expr $clk_period * $clk_io_pct] -clock clk0 $non_clock_inputs
set_output_delay [expr $clk_period * $clk_io_pct] -clock clk0 [all_outputs]
```

==> notes.md <==
impl run done, here's what came out: Layout area overhead=5.907%, I/O Buffers=3, synth top area cells=dfxtp_1 (35%), nand4_1 (5.4%), xor2_1 (4.8%), nand2_1 (4.7%), nand3_1 (4.2%), Mapped Area=3812 µm², CP Launch Type=input pin, gr ovfl total=0, setup violators final=0, Seq pwr share=53.2%, P_int=between 0.5 and 0.6 mW, DP Area=just under 4000 µm², Root Driver=clkbuf_8, critical path's largest stage delay=530 ps, Clock Tree Buf Depth=2, Num CTS Buffers=9, RSZ-0062 raised after global routing=no, WS Path Type=input pin to register, post-synth top area cell=dfxtp_1, crit share post-route=50.37%, #FFs+latches synth=between 60 and 70, Max-cap violations=0, Crit. Startpoint=i_rst_n, crit end category=register, ANT cells=0, register area share after synthesis=roughly a third, total wire length=8921 µm, Clock Latency Late Sink=about 340 ps, CTS tree=done, Peak supply drop=0.1159 mV, Post-CTS Hold Buffers=0, relative slew slack=around 46%, Die Span X=approximately 89 µm, wire per inst=around 16 µm, Routability Congestion=between 0.9 and 1, area reported by Yosys stat=around 3800 µm², slowest CP cell=nand2_1, Max Fanout on Critical Path=about 45, DRC=0, Final Cell Area=just over 4000 µm², layout cells sized above 1=approximately 8.8%, htree depth=3, Crit path max-delay family=simple AND/OR/NAND/NOR gates, vias per inst=6.043, Slew Limit Fails=0, Comb pwr share=about 4.6%, crit path DAT=approximately 3500 ps, GR Util All Layers=24.67%, First DRT Iteration DRCs=~240, cell row count=31, number of library cell types mapped by synthesis=61, core area=between 7000 and 8000 µm², Ports=4, main flop type=dfxtp_1, pwr dens=just under 200 nW/µm², Clock transition at path regs=70 ps, Pleak=approximately 1.3 nW, Ys Warns=3, post-route ant nets=0, Post-Syn Instances=between 400 and 500, area share, top type=35.18%, most common cell in the synthesized netlist=dfxtp_1, CTS resizes=0, CP Buf/Inv Count=2, initial antenna violation count=0, die area=7978 µm², worst hold path type=register to register, Final Hold Fails=0, 1st-pass router iterations=4, switch share=about a quarter, synth cell count leaders=dfxtp_1 (67), nand2_1 (48), nand4_1 (33), fmax=just over 0.3 GHz, clock share of power=between 40 and 50%, # clock sinks=roughly 67, min cycle time layout=3274 ps, Post-CTS Setup Inserts=0, OpenROAD warnings=27, crit-path cells=clkdlybuf4s50_1, buf_4, and2_1, nand2_1, o311ai_0, FP Core Util=a little over half, flip-flops with a built-in enable=0, status=complete, no violations, clk_skew=between 6 and 7 ps, yosys stat cell total=between 400 and 500, largest net degree at the start of global routing=between 40 and 50, FFs w/ async S/R, synth=0%, global-route wire length before repair=roughly 15000 µm, number of global-route vias before repair=about 2900, hold_sp=count[31], worst slew pin tran=around 800 ps, RR Startpoint=count[0], Worst EP required=6720 ps, setup TNS=0 ps, Mean Syn Cell Area=approximately 8.2 µm², Final HPWL DP=roughly 5900 µm, routed via count=roughly 3300, NetSw=about 0.19 mW, Die Y-Extent=89.32 µm
final timing paths:
check | endpoint | slack [ps] | cells after the start
worst max-delay path | tog_count[7] | 3230 | 5
worst min-delay path | count[31] | 500 | 2
worst max register to register | tog_count[7] | 3450 | 7
worst min register to register | count[31] | 500 | 2
metal layers:
metal  vias up  track usage [%]  part of all wire, %
li1       1700                -                    -
met1      1557            42.08                   53
met2        80            33.59                   39
met3        11            5.056                  6.0
met4         0            2.165                  1.3
met5         -                0                    0
flip-flops by register name (all words and copies together) (netlist names):
name,count
start_count,1
tog_count,32
o_led,1
count,32
u_fifo_empty_edge.sig_dly,1
stage by stage:
stage	utilization, %	power [mW]	hold WS [ps]	setup slack (ps)	std cells
detailed placement	52.60	0.4634	487.3	2877	539
floorplan	-	0.4512	445.4	4070	465
global placement	52.60	0.4630	471.8	2949	539
finish	55.08	0.7857	502.2	3226	554
CTS	55.08	0.7969	499.4	3272	554
global route	55.08	0.8190	552.9	2906	554
power groups by stage:
stage / sequential [mW] / combinational, mW / clock, mW
after CTS: 0.418 / 0.0362 / 0.343
after global routing: 0.418 / 0.0406 / 0.360
final: 0.418 / 0.0361 / 0.332
tightest hold or removal path: cells and delay by family (launching register included):
family,cells,cell delay [ps]
AND-OR/OR-AND,2,140
flip-flops,1,320
cell type report:
cell class,instances,area [µm²]
clock buffer,9,123.9
tap,99,123.9
sequential,67,1341
multi-input combinational,356,2293
inverter,10,37.54
fill,677,3293
timing repair buffer,7,60.06
clock inverter,6,57.56
cells in the final DEF (no fill, tap or decap), types with 10 or more instances in the layout:
master    n
a21oi_1  11
and3_1   18
dfxtp_1  67
inv_1    10
nand2_1  48
nand3_1  32
nand4_1  33
nor2_1   32
o21ai_0  18
or3_1    10
xor2_1   21
cells by family after synthesis:
kind of cell	synth area share, %
AND-OR/OR-AND	12.37
XOR/XNOR	6.662
adder cells (fa/ha/maj)	1.313
buffers and inverters	4.759
flip-flops	35.18
multiplexers	0.2626
AND/OR/NAND/NOR	39.45
No activity file was given, so power comes from the tool's default toggle rates.
